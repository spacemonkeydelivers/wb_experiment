--- flow/config.mk ---
export PLATFORM = sky130hd
export DESIGN_NAME = galois_mul
export DESIGN_NICKNAME = galois_mul
export VERILOG_FILES = /design/flow/design.v
export SDC_FILE = /design/flow/constraint.sdc
export NUM_CORES = 4
export LEC_CHECK = 1
export CORE_UTILIZATION = 30
--- flow/constraint.sdc ---
current_design galois_mul

set clk_period 10.3
set clk_io_pct 0.2

create_clock -name clk0 -period $clk_period [get_ports {clk_i}]

set non_clock_inputs [all_inputs -no_clocks]
set_input_delay [expr $clk_period * $clk_io_pct] -clock clk0 $non_clock_inputs
set_output_delay [expr $clk_period * $clk_io_pct] -clock clk0 [all_outputs]
--- flow/design.v ---
module galois_mul(
   input                  clk_i,
   input  [WIDTH - 1 : 0] first_op_i,
   input  [WIDTH - 1 : 0] second_op_i,
   input  [WIDTH - 1 : 0] poly_op_i,
   output [WIDTH - 1 : 0] result_o
);
   parameter WIDTH = 8;
   reg [WIDTH - 1 : 0] result;
   assign result_o = result;
   wire [WIDTH - 1: 0] first_op_shifted [0 : WIDTH];
   wire [WIDTH - 1: 0] result_tmp [0 : WIDTH * 2];
   genvar i;
   generate
      for (i = 0; i < WIDTH; i = i + 1) begin
         assign first_op_shifted[i] = (i == 0) ? first_op_i : (first_op_shifted[i - 1] << 1) ^ (first_op_shifted[i - 1][WIDTH - 1] ? poly_op_i : 0);
      end
      for (i = 0; i < WIDTH; i = i + 1) begin
         assign result_tmp[i + WIDTH - 1] = { (WIDTH){second_op_i[i]} } & first_op_shifted[i];
      end
      for (i = 0; i < WIDTH - 1; i = i + 1) begin
         assign result_tmp[i] = result_tmp[i * 2 + 1] ^ result_tmp[i * 2 + 2];
      end
   endgenerate
   always @ (posedge clk_i) begin
      result <= result_tmp[0];
   end
endmodule
--- flow/run.sh ---
#!/bin/bash
# OpenROAD 26Q1-2900-gdf79404cd8, Yosys 0.63+post, stock flow scripts
make -C /OpenROAD-flow-scripts/flow DESIGN_CONFIG=/design/flow/config.mk WORK_HOME=/design/flow/orfs finish
==> impl_metrics.prom <==
# HELP chip_impl_metric Flow report values
# TYPE chip_impl_metric gauge
chip_impl_metric{name="routed_via_density",unit=""} 5.08
chip_impl_metric{name="cp.buffers_inverters",unit=""} 1
chip_impl_metric{name="avgRoutedWirePerCell",unit="um"} 13.1
chip_impl_metric{name="synth-edff-count",unit=""} 0
chip_impl_info{name="yosys_most_used_dff",value="sky130_fd_sc_hd__dfxtp_1"} 1
chip_impl_metric{name="layout.filler_cells",unit=""} 948
chip_impl_metric{name="cell_internal_pwr",unit="W"} 0.000262
chip_impl_info{name="critPathKind",value="input port to flop"} 1
chip_impl_info{name="cp_slowest_cell",value="sky130_fd_sc_hd__clkdlybuf4s50_1"} 1
chip_impl_metric{name="place_congestion",unit=""} 0.821
chip_impl_metric{name="core_area",unit="sq um"} 8890
chip_impl_metric{name="openroad.warnings",unit=""} 25
chip_impl_info{name="endpoint_kind",value="flop"} 1
chip_impl_metric{name="top_cell_area_share",unit=""} 0.243
chip_impl_info{name="largestRegisters",value="result x8"} 1
chip_impl_metric{name="share_seq_of_total_power",unit=""} 0.119
chip_impl_metric{name="row_count",unit=""} 34
chip_impl_metric{name="wl",unit="um"} 6860
chip_impl_metric{name="die_height",unit="um"} 98.8
chip_impl_metric{name="largest_net_degree_at_the_start_of_global_routing",unit=""} 55
chip_impl_info{name="startpoint",value="first_op_i[6]"} 1
chip_impl_metric{name="first_global_vias",unit=""} 2310
chip_impl_metric{name="cts_repair_resize_count",unit=""} 0
chip_impl_metric{name="yosys.stat.seqShare",unit=""} 0.0570
chip_impl_metric{name="numCtsBuffers",unit=""} 3
chip_impl_metric{name="max-vdd-ir-drop",unit="mV"} 0.0645
chip_impl_metric{name="area.combinational",unit="sq um"} 2450
chip_impl_info{name="top_area_cell",value="sky130_fd_sc_hd__xnor2_1"} 1
chip_impl_info{name="cp_top_family",value="XOR/XNOR gates"} 1
chip_impl_metric{name="finish.utilization",unit=""} 0.353
chip_impl_info{name="top_reg_by_flops",value="result"} 1
chip_impl_metric{name="timing.final.setup_violations",unit=""} 0
chip_impl_metric{name="cts_setup_buffers",unit=""} 0
chip_impl_metric{name="worstPathArrival",unit="ps"} 6420
chip_impl_metric{name="cts.sinks",unit=""} 8
chip_impl_metric{name="cts.htree.levels",unit=""} 1
chip_impl_metric{name="die-width",unit="um"} 98.8
chip_impl_info{name="hold_class",value="input port to flop"} 1
chip_impl_metric{name="crit_fanout",unit=""} 27
chip_impl_metric{name="fp-utilization",unit=""} 0.316
chip_impl_info{name="cts_tree",value="done"} 1
chip_impl_metric{name="power_frac_clock",unit=""} 0.079
chip_impl_info{name="crit_top_cell",value="sky130_fd_sc_hd__xnor2_1"} 1
chip_impl_metric{name="areaGrowthSynthToFinish",unit="%"} 11.8
chip_impl_metric{name="drt_pre_antenna_iters",unit=""} 4
chip_impl_metric{name="max_freq",unit="MHz"} 158
chip_impl_metric{name="drv_slew",unit=""} 0
chip_impl_metric{name="power.static_leakage",unit="nW"} 1.11
chip_impl_metric{name="maxCapViolCount",unit=""} 0
chip_impl_metric{name="slew_headroom",unit=""} 0.442
chip_impl_metric{name="dp_hpwl",unit="um"} 5330
chip_impl_metric{name="dr_total_vias",unit=""} 2650
chip_impl_metric{name="design.die.area",unit="sq um"} 9760
chip_impl_metric{name="tightestPinTransition",unit="ps"} 835
chip_impl_metric{name="ys_cells",unit=""} 415
chip_impl_metric{name="initial_antenna_violation_count",unit=""} 0
chip_impl_info{name="cts.root.buffer_cell",value="sky130_fd_sc_hd__clkbuf_8"} 1
chip_impl_metric{name="synth_cell_type_count",unit=""} 71
chip_impl_metric{name="share_of_cells_above_drive_strength_1",unit=""} 0.0628
chip_impl_metric{name="net-switching-power",unit="W"} 0.000185
chip_impl_metric{name="grtUsageTotal",unit=""} 0.143
chip_impl_metric{name="synth_chip_area",unit="sq um"} 2810
chip_impl_metric{name="ys_warn_count",unit=""} 1
chip_impl_metric{name="max-clock-path-buffers",unit=""} 2
chip_impl_metric{name="post-route-min-period",unit="ps"} 6320
chip_impl_info{name="area_leaders",value="sky130_fd_sc_hd__xnor2_1 24%, sky130_fd_sc_hd__nand2_1 13%, sky130_fd_sc_hd__dfxtp_1 5.7%, sky130_fd_sc_hd__xor2_1 5.3%, sky130_fd_sc_hd__o21ai_0 4.1%"} 1
chip_impl_metric{name="netlist_instances",unit=""} 415
chip_impl_metric{name="numPortBuffers",unit=""} 32
chip_impl_metric{name="setup_total_negative_slack",unit="ps"} 0
chip_impl_metric{name="power_per_cell_area",unit="nW/um^2"} 142
chip_impl_metric{name="cp_data_required_time",unit="ps"} 10400
chip_impl_metric{name="drt_iter0_markers",unit=""} 203
chip_impl_metric{name="post-route-period-util",unit=""} 0.614
chip_impl_metric{name="io_pins",unit=""} 33
chip_impl_metric{name="synth.ff_latch_count",unit=""} 8
chip_impl_info{name="critical_path.startpoint_type",value="input port"} 1
chip_impl_info{name="critPathCapture",value="result[7]"} 1
chip_impl_metric{name="switching_share",unit=""} 0.414
chip_impl_metric{name="largest_register_ff_count",unit=""} 8
chip_impl_metric{name="grt_first_pass_wirelength",unit="um"} 11500
chip_impl_metric{name="post_synthesis_cell_area",unit="sq um"} 2810
chip_impl_metric{name="comb_power_share",unit=""} 0.802
chip_impl_metric{name="cts.reportedPaths.clkPinSlew",unit="ps"} 40
chip_impl_info{name="outcome",value="complete, no violations"} 1
chip_impl_info{name="rsz0062_at_grt",value="no"} 1
chip_impl_metric{name="synthesis.area_per_instance",unit="sq um"} 6.77
chip_impl_metric{name="asyncSetResetFlopFracSynth",unit=""} 0
chip_impl_metric{name="overflow",unit=""} 0
chip_impl_metric{name="hold_violations",unit=""} 0
chip_impl_metric{name="crit_cells",unit=""} 13
chip_impl_metric{name="max_stage_delay",unit="ps"} 840
chip_impl_metric{name="ctsHoldBuffers",unit=""} 0
chip_impl_metric{name="drcViolationCount",unit=""} 0
chip_impl_metric{name="count_of_inserted_antenna_diode_cells",unit=""} 0
chip_impl_info{name="crit_path_cell_trace",value="clkdlybuf4s50_1 -> or2_1 -> a31oi_2 -> or3_1 -> nand3_1 -> a31oi_1 -> xor2_1 -> nand2_1 -> xnor2_1 -> xnor2_2 -> mux2i_1 -> a21oi_1 -> xnor2_1"} 1
chip_impl_metric{name="seq_area",unit="sq um"} 160
chip_impl_metric{name="route.antenna.remaining_nets",unit=""} 0
-- kinds of logic (layout without fill, tap and decap cells) --
logic type | count (synthesis) | in the layout | share of synthesized area
AND-OR/OR-AND | 94 | 94 | 0.249
XOR/XNOR | 100 | 100 | 0.331
buffers and inverters | 44 | 43 | 0.0726
flip-flops | 8 | 8 | 0.0570
multiplexers | 4 | 4 | 0.0147
AND/OR/NAND/NOR | 165 | 165 | 0.275
-- power by group through the flow --
stage     logic, W  clock network [W]  registers [W]
5_1_grt   0.000398          0.0000380      0.0000547
4_1_cts   0.000360          0.0000363      0.0000532
6_report  0.000359          0.0000352      0.0000532
-- layout by cell type (no fill, tap or decap), drive strengths merged, types with 3 or more instances in the layout --
master         netlist  layout
a31oi                6       6
dfxtp                8       8
nor3                 7       7
xor2                18      18
nand3                8       8
clkdlybuf4s50        0      32
or2                  3       3
and3                 6       6
nor3b                4       4
inv                  6       6
a32oi                7       7
o21ai               25      25
nor2b                4       4
xnor2               81      81
clkbuf              24       3
mux2i                3       3
a21oi               18      18
nand2               99      99
a211oi               3       3
o211ai               5       5
o21a                 4       4
nand3b               3       3
nor2                16      16
-- cell type report --
class,instances,share of cell area
timing repair buffer,34,0.107
inverter,6,0.00717
tap,108,0.0430
clock buffer,3,0.0131
sequential,8,0.0510
multi-input combinational,363,0.779
-- cell usage after synthesis (2+ instances only) --
cell and instances:
sky130_fd_sc_hd__nand2_1 98, sky130_fd_sc_hd__xnor2_1 78, sky130_fd_sc_hd__clkbuf_1 24, sky130_fd_sc_hd__o21ai_0 23, sky130_fd_sc_hd__a21oi_1 18, sky130_fd_sc_hd__xor2_1 17, sky130_fd_sc_hd__nor2_1 15, sky130_fd_sc_hd__dfxtp_1 8
sky130_fd_sc_hd__nand3_1 8, sky130_fd_sc_hd__a32oi_1 7, sky130_fd_sc_hd__buf_2 7, sky130_fd_sc_hd__and3_1 6, sky130_fd_sc_hd__inv_1 6, sky130_fd_sc_hd__nor3_1 6, sky130_fd_sc_hd__a31oi_1 5, sky130_fd_sc_hd__o211ai_1 5
sky130_fd_sc_hd__nor2b_1 4, sky130_fd_sc_hd__nor3b_1 4, sky130_fd_sc_hd__o21a_1 4, sky130_fd_sc_hd__buf_6 3, sky130_fd_sc_hd__mux2i_1 3, sky130_fd_sc_hd__nand3b_1 3, sky130_fd_sc_hd__a2111oi_4 2, sky130_fd_sc_hd__a211o_1 2
sky130_fd_sc_hd__a211oi_2 2, sky130_fd_sc_hd__a22o_1 2, sky130_fd_sc_hd__and3b_1 2, sky130_fd_sc_hd__buf_1 2, sky130_fd_sc_hd__buf_4 2, sky130_fd_sc_hd__nand4_1 2, sky130_fd_sc_hd__nor4_1 2, sky130_fd_sc_hd__o22ai_1 2
sky130_fd_sc_hd__o2bb2ai_1 2, sky130_fd_sc_hd__or2_2 2, sky130_fd_sc_hd__or3b_2 2, sky130_fd_sc_hd__xnor2_2 2
-- how the worst min path moves through the flow --
stage / startpoint / depth (start not counted) / to
after CTS: second_op_i[7] / 3 / result[6]
after global routing: second_op_i[7] / 3 / result[6]
final: second_op_i[7] / 3 / result[4]
-- through the flow --
stage               setup WS, ps  area [sq um]  hold WS [ps]  power (W)  cells
CTS                         4000          3140          2670   0.000450    522
detailed placement          3760          3100          2710   0.000413    519
finish                      3980          3140          2650   0.000447    522
global placement            3880          3100          2720   0.000412    519
floorplan                   5410          2810          2320   0.000340    415
global route                3640          3140          2710   0.000490    522
-- tightest hold or removal path, cell delays in order --
cell and delay [ps]:
sky130_fd_sc_hd__clkdlybuf4s50_1 560, sky130_fd_sc_hd__nand2_1 140, sky130_fd_sc_hd__xnor2_1 60
-- metal layers --
layer / global-route usage / up-vias / routed length, um
li1: - / 1414 / -
met4: 0.00918 / 0 / 27
met1: 0.225 / 1151 / 3440
met2: 0.226 / 81 / 2950
met5: 0 / - / 0
met3: 0.00505 / 4 / 444
No activity file was given, so power comes from the tool's default toggle rates.
